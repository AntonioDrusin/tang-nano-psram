### /design/flow/design.v
module memory (
  input button0,
  input clk,
  output reg out_ready,              
  input [23:0] addr,
  input read_strobe,
  output [15:0] data_out,
  input write_strobe,
  input[15:0] data_in,
  input [7:0] mem_150us_clock_count,  
  inout wire [3:0] mem_sio,    
  output wire mem_ce_n,        
  output wire mem_clk          
);
  localparam [2:0] STEP_DELAY = 0;  
  localparam [2:0] STEP_RSTEN = 1;
  localparam [2:0] STEP_RST = 2;
  localparam [2:0] STEP_SPI2QPI = 3;
  localparam [2:0] STEP_IDLE = 4;
  reg [15:0] counter = 0; 
  reg [2:0] step = 0;
  reg initialized = 0;  
  assign mem_clk = ~clk;
  wire driver_ce_n;
  wire [3:0] driver_sio_out;  
  wire driver_ready;
  wire driver_sio_outputen;
  mem_driver mem_driver(
    clk,
    read_strobe,
    write_strobe,
    addr,
    data_out,
    data_in,
    driver_ready,
    mem_sio,
    driver_sio_out,
    driver_sio_outputen,
    driver_ce_n
  );
  wire command_ce_n;
  reg command_strobe = 0;
  reg [7:0] command;
  spi_command spi_command(
    clk,
    command,
    command_strobe,
    command_ready,
    command_line,
    command_ce_n
  );
  reg initializing = 0;
  always_ff @(posedge clk) begin
    if ( !initialized ) 
      if ( command_ready && !command_strobe) 
        case (step)
          STEP_DELAY: begin 
            if( !button0 ) counter <= counter + 1'd1;
            if ( counter[15:8] == mem_150us_clock_count ) begin            
              initializing <= 1;
              step <= STEP_RSTEN;
            end
          end
          STEP_RSTEN: begin                    
            command <= spi_command.PS_CMD_RSTEN;
            command_strobe <= 1;
            step <= STEP_RST;
          end
          STEP_RST: begin
            command <= spi_command.PS_CMD_RST;
            command_strobe <= 1;
            step <= STEP_SPI2QPI;
          end      
          STEP_SPI2QPI: begin
            command <= spi_command.PS_CMD_QPI;
            command_strobe <= 1;
            step <= STEP_IDLE;
          end
          STEP_IDLE: begin
            initialized <= 1;
          end
        endcase
    if ( command_strobe ) command_strobe <= 0;      
  end
  assign out_ready = initialized && driver_ready;
  assign mem_ce_n = command_ce_n && driver_ce_n;
  assign mem_sio = command_ce_n 
    ? (driver_sio_outputen ? driver_sio_out : 4'hZ ) 
    : ({ 3'bzzz, command_line });  
endmodule
module mem_driver(
  input clk,
  input read_strobe,
  input write_strobe,
  input [23:0] addr,
  output reg [15:0] data_out,
  input [15:0] data_in,
  output reg ready,
  input wire [3:0] mem_sio_in,
  output reg [3:0] mem_sio_out,
  output reg mem_sio_outputen,
  output reg mem_ce_n
);
  localparam [7:0] PS_CMD_READ  = 8'hEB;
  localparam [7:0] PS_CMD_WRITE = 8'h38;
  reg [3:0] sio_out = 0;
  reg reading = 0;
  reg writing = 0;
  reg [4:0] counter = 0; 
  reg [15:0] data_write;
  initial mem_ce_n = 1;  
  assign ready = !reading && !writing && mem_ce_n;  
  always_ff @(posedge clk) begin    
    if ( ready ) begin      
      if ( read_strobe ) begin
        reading <= 1; 
        counter <= 0;
      end
      else if ( write_strobe ) begin
        writing <= 1;
        counter <= 0;
        data_write <= data_in;
      end
    end
    else begin
      counter <= counter + 1'd1;
      case (counter) 
        0: begin 
              mem_ce_n <= 0;
              mem_sio_outputen <= 1;
              mem_sio_out <= reading ? PS_CMD_READ[7:4] : PS_CMD_WRITE[7:4];
           end
        1: mem_sio_out <= reading ? PS_CMD_READ[3:0] : PS_CMD_WRITE[3:0];
        2: mem_sio_out <= addr[23:20];
        3: mem_sio_out <= addr[19:16];
        4: mem_sio_out <= addr[15:12];
        5: mem_sio_out <= addr[11:8];
        6: mem_sio_out <= addr[7:4];
        7: mem_sio_out <= addr[3:0];
        default: begin
          if ( reading ) begin
            if ( counter > 13 ) begin  
              mem_sio_outputen <= 0;
              data_out = {data_out[11:0], mem_sio_in};
              if ( counter == 18 ) reading <= 0;
            end
          end 
          else if ( writing ) begin
            {mem_sio_out, data_write[15:4]} = data_write;
            if ( counter == 11 ) writing <= 0;
          end
          else    
            mem_ce_n <= 1;
        end
      endcase    
    end
  end
endmodule
module spi_command(  
  input clk,
  input [7:0] command,
  input strobe,
  output reg ready,
  output reg line,
  output reg ce_n
);
  localparam [7:0] PS_CMD_RSTEN = 8'h66;
  localparam [7:0] PS_CMD_RST   = 8'h99;
  localparam [7:0] PS_CMD_QPI   = 8'h35;
  reg [7:0] shifter;
  reg sendcommand = 0;
  reg [2:0] command_ctr = 0;
  always_ff @(posedge clk) begin       
    if ( ready && strobe ) begin
       sendcommand <= 1;    
       shifter <= command;
       command_ctr <= 0;      
    end
    else if ( sendcommand ) begin
      shifter <= shifter << 1;
      command_ctr <= command_ctr + 1'd1;
      if ( command_ctr == 3'd7 ) begin
        sendcommand <= 0;
      end
    end      
  end
  assign line = shifter[7];  
  assign ce_n = ~sendcommand;
  assign ready = ce_n;
endmodule
### /design/flow/config.mk
export PLATFORM = sky130hd
export DESIGN_NAME = memory
export DESIGN_NICKNAME = memory
export VERILOG_FILES = /design/flow/design.v
export SDC_FILE = /design/flow/constraint.sdc
export NUM_CORES = 4
export LEC_CHECK = 1
export CORE_UTILIZATION = 50
### /design/flow/constraint.sdc
current_design memory

set clk_period 4.9
set clk_io_pct 0.2

create_clock -name clk0 -period $clk_period [get_ports {clk}]

set non_clock_inputs [all_inputs -no_clocks]
set_input_delay [expr $clk_period * $clk_io_pct] -clock clk0 $non_clock_inputs
set_output_delay [expr $clk_period * $clk_io_pct] -clock clk0 [all_outputs]
### /design/flow/run.sh
#!/bin/bash
# OpenROAD 26Q1-2900-gdf79404cd8, Yosys 0.63+post, stock flow scripts
make -C /OpenROAD-flow-scripts/flow DESIGN_CONFIG=/design/flow/config.mk WORK_HOME=/design/flow/orfs finish
==> results.yml <==
# yosys + openroad results
outcome:
  outcome: "finished, final reports clean"
synthesis:
  synth_cell_types: 44
  syn_area_per_cell_um2: 11.7
  synth_cells: 283
  ys_cells: 283
  synth-seq-cells: 69
  yosysChipArea_mm2: 0.00330
  syn_area_mm2: 0.00330
  yosysWarningCount: 18
  async_flop_share: 0
  flop_cell: "edfxtp_1"
  edf_count: 63
  synth_seq_share: 0.609
floorplan:
  ioPinCount: 75
  rows: 29
  dieArea_mm2: 0.00693
  core_util_floorplan: 0.520
  die_h_um: 83.3
  core_mm2: 0.00635
  die_width_um: 83.3
flow_run:
  warnings: 39
  cap_violations: 0
power:
  vdd_drop_max_mv: 0.312
  sw_frac_of_total: 0.307
  comb_power_share: 0.304
  internal_power_mw: 1.40
  leakagePower_nw: 1.57
  p_per_area_mw_per_mm2: 474
  clkPwrFrac: 0.225
  p_seq_frac: 0.470
  switching_power_mw: 0.620
place:
  gp_congestion: 0.902
  port_buffers: 70
  numPlacedInstances: 422
  dpl.hpwl_mm: 4.23
drt:
  ant_nets: 0
  viasPerCell: 5.25
  dr_total_vias: 2301
  dr.pass1.iters: 4
  post_drt_wl_per_cell_um: 13.6
  n_antenna_cell: 0
  drtIter0Drc: 88
  drc: 0
  wirelength_mm: 5.97
finish:
  instances_no_fill: 438
  layout-area-overhead-vs-synth_pct: 29.0
  layout-drive-gt1-share: 0.0748
grt:
  grt_max_degree: 20
  grt_overflow_total: 0
  grt_first_pass_wirelength_mm: 10.2
  grt_pass1_vias: 2188
  grt_usage: 0.194
  antenna_found_initial: 0
worst_setup_path:
  reg2regPathDepth: 6
  crit_required_ns: 3.92
  critPathMaxStageDelay_ns: 0.44
  cpMostUsedCell: "clkbuf_8"
  endpoint_kind: "output pin"
  critPathSlowestCell: "clkdlybuf4s50_1"
  start_kind: "clock port"
  worst-setup-path-type: "clk2out"
  critPathMaxFanout: 11
  cp.arrival_ns: 3.27
  path_cells: "clkbuf_8, clkbuf_8, inv_1, clkdlybuf4s50_1"
clock_network:
  cts_hold_buf: 0
  root_buffer: "clkbuf_8"
  cts_buffer_depth: 2
  worstSkewPairLatency_ns: 0.34
  cts_made_buffers: 9
  htreeDepth: 3
  cts_setup_buffers: 0
  clk_pin_slew_worst_paths_ns: 0.07
  postCtsResizedCells: 0
  cts_tree: "done"
timing:
  tightest_slew_ns: 0.671
  skew_ns: 0.00669
  rsz0062_at_grt: "no"
  hold-worst-slack_ns: 0.444
  slew_headroom: 0.553
  setup_viol: 0
  finalHoldViolations: 0
  drv_slew: 0
  setup_tns_ns: 0
min_path:
  hold_path.class: "reg2reg"
  worstHoldPathCells: 0
layer usage:
| layer | track usage | vias to the layer above | wire length, um |
|---|---|---|---|
| met5 | 0 | - | 0 |
| met4 | 0.0282 | 0 | 110 |
| met2 | 0.294 | 65 | 2760 |
| li1 | - | 1166 | - |
| met1 | 0.324 | 1060 | 2760 |
| met3 | 0.0484 | 10 | 337 |
critical path: cells and delay by family:
kind,cells,cell delay [ns]
buf+inv,4,0.81
final cells by class:
cell class	count	area [um^2]
repair buffers	72	713
fillers	477	2090
clock buffers	10	134
well taps	77	96.3
clock inverters	8	68.8
multi-input cells	194	1200
inverters	8	30.0
flip-flops and latches	69	2010
through the flow:
stage,power [mW],setup slack (ns),util,instance area [um^2]
final,2.02,0.652,0.671,4260
after global routing,2.15,0.612,0.671,4260
after CTS,2.04,0.632,0.671,4260
after detailed placement,1.60,1.01,0.641,4070
after global placement,1.59,1.01,0.641,4070
after floorplan,1.35,1.46,-,3300
synthesized netlist by cell type, types with 3 or more instances:
cell type	count	area share
a21oi_1	8	0.012
a221oi_1	4	0.011
buf_2	7	0.011
clkbuf_1	3	0.0034
dfxtp_1	6	0.036
edfxtp_1	63	0.57
ha_1	7	0.027
inv_1	9	0.010
mux2i_1	4	0.012
nand2_1	56	0.064
nand2b_1	5	0.0095
nand3_1	10	0.015
nor2_1	23	0.026
nor2b_1	5	0.0095
nor4_1	5	0.0095
o21ai_0	6	0.0091
o22a_1	3	0.0080
xnor2_1	11	0.029
xor2_1	15	0.040
power by group through the flow:
stage / Combinational [mW] / Clock [mW] / Sequential, mW
finish: 0.613 / 0.455 / 0.949
global route: 0.684 / 0.496 / 0.966
CTS: 0.620 / 0.471 / 0.950
cells by family (layout without fill, tap and decap cells):
| group | count (synthesis) | in the layout | share of synthesized area |
|---|---|---|---|
| xor gates and xnor gates | 26 | 26 | 0.0690 |
| DFF | 69 | 69 | 0.609 |
| buffers and inverters | 20 | 98 | 0.0277 |
| muxes | 6 | 6 | 0.0189 |
| and+or+nand+nor | 118 | 118 | 0.171 |
| AOI/OAI and AO/OA | 37 | 37 | 0.0777 |
| adders and majority gates | 7 | 7 | 0.0265 |
cell usage in the layout, fill, tap and decap left out, types with 6 or more instances in the layout:
cell type        Yosys  final
nand3_1             10     10
nor2_1              23     23
xnor2_1             11     11
nand2_1             56     56
ha_1                 7      7
clkdlybuf4s50_1      0     70
inv_1                9      9
clkbuf_8             0      9
a21oi_1              8      8
xor2_1              15     15
dfxtp_1              6      6
edfxtp_1            63     63
o21ai_0              6      6
flip-flops by register name, indices dropped and copies added (netlist names), 3 cells and up:
register                 count
mem_driver.mem_sio_out       4
spi_command.command_ctr      3
mem_driver.data_write       16
counter                     16
mem_driver.counter           5
mem_driver.data_out         16
step                         3
path summary, 6_finish.rpt:
check,start,end,slack (ns)
worst min register to register,mem_driver.data_out[2],mem_driver.data_out[6],0.44
worst min-delay path,mem_driver.data_out[2],mem_driver.data_out[6],0.44
worst max register to register,mem_driver.counter[0],mem_driver.data_write[6],2.68
worst max-delay path,clk,mem_clk,0.65
No activity file was given, so power comes from the tool's default toggle rates.
