$ cat flow/config.mk
export PLATFORM = sky130hd
export DESIGN_NAME = old_mem_driver
export DESIGN_NICKNAME = old_mem_driver
export VERILOG_FILES = /design/flow/design.v
export SDC_FILE = /design/flow/constraint.sdc
export NUM_CORES = 4
export LEC_CHECK = 1
export CORE_UTILIZATION = 40
$ cat flow/constraint.sdc
current_design old_mem_driver

set clk_period 4.3
set clk_io_pct 0.2

create_clock -name clk0 -period $clk_period [get_ports {clk}]

set non_clock_inputs [all_inputs -no_clocks]
set_input_delay [expr $clk_period * $clk_io_pct] -clock clk0 $non_clock_inputs
set_output_delay [expr $clk_period * $clk_io_pct] -clock clk0 [all_outputs]
$ cat flow/design.v
module old_mem_driver(
  inout wire [3:0] mem_sio,
  output reg mem_ce_n,
  input clk,
  input [2:0] command,
  input [7:0] mem_command,
  input [23:0] addr,
  output reg [15:0] data_out,
  input [15:0] data_in,
  output reg ready
);
  localparam [2:0] CMD_READ    = 3'b011;
  localparam [2:0] CMD_WRITE   = 3'b010;
  localparam [2:0] CMD_CMD     = 3'b100;
  localparam [7:0] PS_CMD_READ  = 8'hEB;
  localparam [7:0] PS_CMD_WRITE = 8'h38;
  localparam [7:0] PS_CMD_RSTEN = 8'h66;
  localparam [7:0] PS_CMD_RST   = 8'h99;
  localparam [7:0] PS_CMD_QPI   = 8'h35;
  localparam [2:0] STEP_IDLE    = 0;
  localparam [2:0] STEP_SPI_CMD = 1;
  localparam [2:0] STEP_QPI_CMD = 2; 
  localparam [2:0] STEP_ADDR    = 3; 
  localparam [2:0] STEP_WAIT    = 4; 
  localparam [2:0] STEP_READ    = 5; 
  localparam [2:0] STEP_WRITE   = 6; 
  localparam [2:0] STEP_BRSTDLY = 7; 
  reg [7:0] rout = 0;
  reg [3:0] counter = 0;
  reg [2:0] excommand = 0;
  reg [2:0] step = 0;
  reg [3:0] sio = 0;
  reg [23:0] mem_addr = 0;
  reg [15:0] data = 0;
  reg done = 0;
  reg reading = 0;
  assign mem_sio = sio;
  initial begin
    mem_ce_n <= 1;
    ready <= 1;
  end
  always_ff @(posedge clk) begin
    if ( step == STEP_IDLE  ) begin
      if ( command != 0) begin
        excommand = command;
        ready <= 0;
        case ( excommand ) 
          CMD_READ: begin 
            rout <= PS_CMD_READ;
            step <= STEP_QPI_CMD;  
            mem_addr <= addr;
          end
          CMD_WRITE: begin    
            rout <= PS_CMD_WRITE;
            step <= STEP_QPI_CMD; 
            mem_addr <= addr;
            data <= data_in;
          end
          CMD_CMD: begin  
            rout <= mem_command;
            step <= STEP_SPI_CMD;
          end
        endcase
      end
    end
    else counter <= counter + 1'd1;
    case (step)
      STEP_SPI_CMD: begin        
        mem_ce_n <= 0;
        {sio[0], rout[7:1]} <= rout;
        sio[3:1] <= 3'bzzz;
        if ( counter == 7 )
          done <= 1;
      end
      STEP_QPI_CMD: begin   
        mem_ce_n <= 0;
        sio <= counter == 0 ? rout[7:4] : rout[3:0];
        if ( counter == 1 ) begin
          counter <= 0;
          step <= STEP_ADDR;                     
        end
      end
      STEP_ADDR: begin
        {sio, mem_addr[23:4]} <= mem_addr;        
        if ( counter == 5 ) begin
          counter <= 0;
          case (excommand)
            CMD_READ: step <= STEP_WAIT;
            CMD_WRITE: step <= STEP_WRITE;
          endcase
        end
      end
      STEP_WAIT: begin
        sio <= 4'bzzzz;
        if ( counter == 5 ) begin
          counter <= 0;
          step <= STEP_READ;
        end
      end
      STEP_WRITE: begin        
        {sio, data[15:4]} <= data;
        if ( counter[2] == 1 ) begin
          mem_ce_n <= 1;
          counter <= 0;
          step <= STEP_BRSTDLY;
        end
      end
      STEP_READ: begin
        reading <= 1;
        if ( counter[2] == 1 ) 
        begin
          mem_ce_n <= 1;
          reading <= 0;
          counter <= 0;
          step <= STEP_BRSTDLY;
        end
      end
      STEP_BRSTDLY: begin
        sio[3:0] <= 0;
        if ( counter[1] == 1 ) begin  
          done <= 1;
        end    
      end
    endcase
    if ( reading ) begin  
      data_out[15:0] = {data_out[11:0], sio[3:0]};      
    end
    if ( done ) begin 
      counter <= 0;
      step <= STEP_IDLE;
      mem_ce_n <= 1;
      sio[3:0] <= 0;
      ready <= 1;
      done <= 0;
    end
  end
endmodule
$ cat flow/run.sh
#!/bin/bash
# OpenROAD 26Q1-2900-gdf79404cd8, Yosys 0.63+post, stock flow scripts
make -C /OpenROAD-flow-scripts/flow DESIGN_CONFIG=/design/flow/config.mk WORK_HOME=/design/flow/orfs finish
==> flow_summary.ini <==
; yosys + openroad results
[die]
die_w_um = 97.7
io_pins = 74
initial_utilization_pct = 41.6
num_rows = 34
die_h_um = 97.7

[clocking]
clock_sinks = 82
cts_resized = 0
cts_setup_buffers = 0
cts_root_buf = clkbuf_8
numCtsBuffers = 9
clock_path_buffers = 2
cts_hold_buf = 0
htree_levels = 3

[placement]
postPlaceCellArea_mm2 = 0.00442
placedCellCount = 433
pre_cts_slack_ps = 1420
dp_hpwl_mm = 4.71
port_buffers = 69
gp_congestion = 0.832

[logic_synthesis]
async_reset_ff_share_pct = 0
syn_area_mm2 = 0.00366
ys_area_mm2 = 0.00366
synth_cell_types = 56
top_area_share_pct = 53.3
edf_count = 65
syn-instance-count = 268
yosys_warnings = 3
topCellsByArea = edfxtp_1, dfxtp_1, mux2_2
synth_seq_share_pct = 62.6
postSynthAreaPerCell_um2 = 13.7
yosysTopAreaCell = edfxtp_1
flop_cell = edfxtp_1
ys_cells = 268
numSynthFlops = 82

[run_status]
status = aborted with a tool error
stop_stage = clock tree synthesis
tool.error = [error] [KeplerFormal.cpp:679] Workflow failed: Iso has multiple drivers: .mem_sio0, mem_sio[0]$_SDFFE_PP0P_.Q0
per-stage QoR:
stage | power (mW) | utilization (%)
2_1_floorplan | 2.12 | -
3_5_place_dp | 2.38 | 50.2
3_3_place_gp | 2.38 | 50.2
cells in the mapped netlist, drive strengths merged (3+ instances only):
| master | instances |
|---|---|
| nor2b | 5 |
| xor2 | 3 |
| a21o | 3 |
| a21oi | 12 |
| nand2b | 5 |
| nor2 | 12 |
| a22o | 4 |
| o21ai | 13 |
| buf | 11 |
| clkbuf | 3 |
| inv | 10 |
| mux2 | 33 |
| dfxtp | 17 |
| mux2i | 3 |
| or3 | 3 |
| nand3 | 3 |
| ha | 3 |
| nor3 | 11 |
| edfxtp | 65 |
| a31oi | 3 |
| nand2 | 13 |
logic make-up after synthesis:
group                      count (synthesis)  share of synthesized area, %
adders and majority gates                  3                          1.02
AOI/OAI and AO/OA                         54                          10.3
buffers and inverters                     24                          3.21
DFF                                       82                          62.6
xor gates and xnor gates                   5                          1.40
muxes                                     36                          11.0
and+or+nand+nor                           64                          10.5
Power figures rest on the tool's default switching activity, not on a simulated workload.
